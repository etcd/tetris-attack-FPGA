`flow/design.v`:
```
	 module hpi_io_intf( input [1:0]  from_sw_address,
								output[15:0] from_sw_data_in,
								input [15:0] from_sw_data_out,
								input		 	 from_sw_r,from_sw_w,from_sw_cs,
								inout [15:0] OTG_DATA,    
								output[1:0]	 OTG_ADDR,    
								output		 OTG_RD_N, OTG_WR_N, OTG_CS_N, OTG_RST_N, 
								input 		 OTG_INT, Clk, Reset);
logic [15:0] tmp_data;
logic from_sw_int; 
assign OTG_RST_N = ~Reset;
assign OTG_DATA = ~from_sw_w ? tmp_data : {16{1'bZ}};  
always_ff @ (posedge Clk or posedge Reset)
begin
	if(Reset)
	begin
		tmp_data 		<= 16'b0;
		OTG_ADDR 		<=	 2'b0;
		OTG_RD_N 		<=  1'b1;
		OTG_WR_N 		<=  1'b1;
		OTG_CS_N 		<=  1'b1;
		from_sw_data_in<= 16'b0;
		from_sw_int 	<=  1'b0;
	end
	else 
	begin
		tmp_data 		<= from_sw_data_out;
		OTG_ADDR 		<= from_sw_address;
		OTG_RD_N			<= from_sw_r;
		OTG_WR_N			<= from_sw_w;
		OTG_CS_N			<= from_sw_cs;
		from_sw_data_in<= OTG_DATA;
		from_sw_int 	<= OTG_INT;
	end
end
endmodule 
```
`flow/run.sh`:
```
#!/bin/bash
# OpenROAD 26Q1-2900-gdf79404cd8, Yosys 0.63+post, stock flow scripts
make -C /OpenROAD-flow-scripts/flow DESIGN_CONFIG=/design/flow/config.mk WORK_HOME=/design/flow/orfs finish
```
`flow/config.mk`:
```
export PLATFORM = sky130hd
export DESIGN_NAME = hpi_io_intf
export DESIGN_NICKNAME = hpi_io_intf
export VERILOG_FILES = /design/flow/design.v
export SDC_FILE = /design/flow/constraint.sdc
export NUM_CORES = 4
export LEC_CHECK = 1
export CORE_AREA = 10 10 91 91
export DIE_AREA = 0 0 101 101
```
`flow/constraint.sdc`:
```
current_design hpi_io_intf

set clk_period 1.0
set clk_io_pct 0.2

create_clock -name clk0 -period $clk_period [get_ports {Clk}]

set non_clock_inputs [all_inputs -no_clocks]
set_input_delay [expr $clk_period * $clk_io_pct] -clock clk0 $non_clock_inputs
set_output_delay [expr $clk_period * $clk_io_pct] -clock clk0 [all_outputs]
```
==> ci_impl_report.md <==
## PnR job results

| Metric | Value |
|---|---|
| Ranking of synthesized cells by area | `dfrtp_1 (91%), dfstp_2 (8.4%), inv_1 (0.40%)` |
| Setup CP Type | `reg -> out` |
| Post-CTS Setup Repair Bufs | `0` |
| DR vias/cell | `roughly 3.0` |
| Die width | `101 um` |
| Vias | `between 500 and 600` |
| Cell Area, Placed | `around 1500 um2` |
| Crit path depth | `1` |
| Mapped Area | `933.4 um2` |
| Worst Hold Class | `in -> reg` |
| Hold WS | `-0.03562 ns` |
| Critical path endpoint category | `primary output` |
| Remaining global-route overflow | `0` |
| # fillers | `651` |
| Fin crit period | `around 1.1 ns` |
| Synth flops | `37` |
| Chip height | `101 um` |
| Comb area | `0 um2` |
| Most frequent logic cell in the layout | `dfrtp_1` |
| Core area | `6350 um2` |
| Placed insts | `~160` |
| Seq share, synth | `between 90 and 100%` |
| Yosys warnings | `12` |
| Critical Path Max Stage Delay | `0.52 ns` |
| Vias in the first global route | `slightly below 600` |
| Cell variety after synth | `3` |
| CTS Buf Count | `5` |
| FMAX | `approximately 0.92 GHz` |
| Die ar. | `10200 um2` |
| Post-route cell area | `approximately 1500 um2` |
| Worst path top cell family by delay | `flip-flops` |
| Initial antenna violation count | `0` |
| Synth Instances | `38` |
| Area leader, netlist | `dfrtp_1` |
| Htree depth | `2` |
| Power Density | `around 1800 nW/um2` |
| Hold Vio Cnt, Final | `16` |
| Ant diodes | `0` |
| CP max-delay cell | `dfstp_2` |
| Residual DRC | `0` |
| Register area | `between 900 and 1000 um2` |
| Worst-path maximum fanout | `1` |
| Rows | `29` |
| Tot Pwr | `between 2 and 3 mW` |
| Final Wtd Congestion | `around 0.73` |
| Top-area cell type share of the netlist area | `about nine tenths` |
| Clock latency (worst-skew pair) | `~0.27 ns` |
| Leakage | `roughly 0.65 nW` |
| Most instantiated logic cells after routing | `dfrtp_1 (34), buf_2 (22), clkdlybuf4s50_1 (21)` |
| Clock skew | `0.0005128 ns` |
| Worst Tran Pin Value | `about 0.44 ns` |
| Startpoint types | `flip-flop` |
| Starting DRT DRC Count | `2` |
| Largest net degree at the start of global routing | `38` |
| Hold depth | `0` |
| Final period utilization | `108.3%` |
| DP Worst Slack | `-0.4070 ns` |
| CTS sink count | `37` |
| Yosys chip area | `933.4 um2` |
| Reg2Reg Depth | `0` |
| Cell count in the Yosys report | `38` |
| CTS tree | `built` |
| Setup ws final | `-0.08292 ns` |
| Antenna Nets Post-Route | `0` |
| Max cap viols | `0` |
| Critical Path AT | `0.88 ns` |
| Slew margin rel. | `a little over two thirds` |
| Buf/Inv on CP | `1` |
| Clk Tree Root Cell | `clkbuf_8` |
| Setup TNS | `-0.2342 ns` |
| MI comb cells | `0` |
| Total Wirelength | `about 2.5 mm` |
| Critical path required time | `0.80 ns` |
| Violated checks | `negative hold slack, negative setup slack` |
| Clock tree buffer depth | `2` |
| Number of I/O pins | `62` |
| FF-to-FF setup slack | `approximately 0.5 ns` |
| Tool Warnings | `30` |
| Non-filler instance count after layout | `about 170` |
| Initial Util | `between 10 and 15%` |
| RSZ-0062 raised after global routing | `yes` |
| Mean Syn Cell Area | `between 20 and 25 um2` |
| Router iterations before antenna repair | `2` |
| Reg clk slew, reported paths | `about 0.06 ns` |
| Layout cells sized above 1 | `37.36%` |
| # setup viols final | `3` |
| Outcome | `finished, violations left` |
| Port Buffers | `roughly 44` |
| Drt wl/cell | `approximately 15 um` |
| Fin. max-slew vios | `0` |
| Area Overhead vs Synth | `55.63%` |
| Post-Route Utilization | `a little under a quarter` |
| Crit path cell chain | `buf_2` |
| First-pass GRT wire length | `3.732 mm` |
| Gr usage total | `4.871%` |
| Worst vdd ir | `just over 600 uV` |
repair_timing:
item | 4_1_cts | 5_1_grt
setup endpoints to repair | 22 | 3
resized | 71 | 0
hold endpoints to repair | 16 | 16
worst paths after layout:
path / from / end
min in group asynchronous: Reset / from_sw_data_in[3]
setup / recovery: OTG_RD_N / OTG_RD_N
hold / removal: OTG_DATA[9] / from_sw_data_in[9]
max in group asynchronous: Reset / OTG_WR_N
hold reg to reg: OTG_DATA[9] / from_sw_data_in[9]
setup reg to reg: OTG_DATA[11] / from_sw_data_in[11]
power by group:
group / total (mW) / switching, mW / internal, mW
Clock: 0.917 / 0.435 / 0.481
Combinational: 0.156 / 0.0515 / 0.105
Sequential: 1.60 / 0.0248 / 1.58
registers in the layout, summed over array words and instances, names as in the netlist:
signal           count
OTG_ADDR             2
OTG_CS_N             1
OTG_DATA            16
OTG_RD_N             1
OTG_WR_N             1
from_sw_data_in     16
area by class of cell:
class / instances / area share [%]
Clock buffer: 6 / 4.996
Clock inverter: 2 / 0.6891
Inverter: 1 / 0.5168
Sequential cell: 37 / 64.00
Tap cell: 77 / 6.632
Timing Repair Buffer: 45 / 23.17
cells in the mapped netlist (all sizes together):
cell   instances
dfrtp         34
dfstp          3
inv            1
metal layers:
metal	up-vias	global-route usage, %	routed length [um]
met4	0	0.6431	17
met2	33	8.649	1365
met1	250	4.753	798
li1	221	-	-
met3	2	3.119	320
met5	-	0	0
cells by family after synthesis:
kind of cell | synth area share [%]
flip-flops | 99.60
buffers and inverters | 0.4018
No activity file was given, so power comes from the tool's default toggle rates.
